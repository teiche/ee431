## config.mk

```make
export PLATFORM = sky130hd
export DESIGN_NAME = uart_top
export DESIGN_NICKNAME = uart_top
export VERILOG_FILES = /design/flow/design.v
export SDC_FILE = /design/flow/constraint.sdc
export NUM_CORES = 4
export LEC_CHECK = 1
export CORE_UTILIZATION = 40
```

## constraint.sdc

```tcl
current_design uart_top

set clk_period 3.5
set clk_io_pct 0.2

create_clock -name clk0 -period $clk_period [get_ports {rxclk}]
create_clock -name clk1 -period $clk_period [get_ports {txclk}]

set non_clock_inputs [all_inputs -no_clocks]
set_input_delay [expr $clk_period * $clk_io_pct] -clock clk0 $non_clock_inputs
set_output_delay [expr $clk_period * $clk_io_pct] -clock clk0 [all_outputs]
```

## design.v

```verilog
module uart_top (
input reset,
input txclk,
input ld_tx_data,
input  [7:0] tx_data,
input        tx_enable,
output reg      tx_out,
output reg      tx_empty,
input        rxclk,
input        uld_rx_data,
output reg [7:0] rx_data,
input        rx_enable,
input        rx_in,
output reg       rx_empty
);
reg [7:0]    tx_reg         ;
reg          tx_over_run    ;
reg [3:0]    tx_cnt         ;
reg [7:0]    rx_reg         ;
reg [3:0]    rx_sample_cnt  ;
reg [3:0]    rx_cnt         ;  
reg          rx_frame_err   ;
reg          rx_over_run    ;
reg          rx_d1          ;
reg          rx_d2          ;
reg          rx_busy        ;
always @ (posedge rxclk or posedge reset)
if (reset) begin
  rx_reg        <= 0; 
  rx_data       <= 0;
  rx_sample_cnt <= 0;
  rx_cnt        <= 0;
  rx_frame_err  <= 0;
  rx_over_run   <= 0;
  rx_empty      <= 1;
  rx_d1         <= 1;
  rx_d2         <= 1;
  rx_busy       <= 0;
end else begin
  rx_d1 <= rx_in;
  rx_d2 <= rx_d1;
  if (uld_rx_data) begin
    rx_data  <= rx_reg;
    rx_empty <= 1;
  end
  if (rx_enable) begin
    if (!rx_busy && !rx_d2) begin
      rx_busy       <= 1;
      rx_sample_cnt <= 1;
      rx_cnt        <= 0;
    end
    if (rx_busy) begin
       rx_sample_cnt <= rx_sample_cnt + 1;
       if (rx_sample_cnt == 7) begin
          if ((rx_d2 == 1) && (rx_cnt == 0)) begin
            rx_busy <= 0;
          end else begin
            rx_cnt <= rx_cnt + 1; 
            if (rx_cnt > 0 && rx_cnt < 9) begin
              rx_reg[rx_cnt - 1] <= rx_d2;
            end
            if (rx_cnt == 9) begin
               rx_busy <= 0;
               if (rx_d2 == 0) begin
                 rx_frame_err <= 1;
               end else begin
                 rx_empty     <= 0;
                 rx_frame_err <= 0;
                 rx_over_run  <= (rx_empty) ? 0 : 1;
               end
            end
          end
       end 
    end 
  end
  if (!rx_enable) begin
    rx_busy <= 0;
  end
end
always @ (posedge txclk or posedge reset)
if (reset) begin
  tx_reg        <= 0;
  tx_empty      <= 1;
  tx_over_run   <= 0;
  tx_out        <= 1;
  tx_cnt        <= 0;
end else begin
   if (ld_tx_data) begin
      if (!tx_empty) begin
        tx_over_run <= 0;
      end else begin
        tx_reg   <= tx_data;
        tx_empty <= 0;
      end
   end
   if (tx_enable && !tx_empty) begin
     tx_cnt <= tx_cnt + 1;
     if (tx_cnt == 0) begin
       tx_out <= 0;
     end
     if (tx_cnt > 0 && tx_cnt < 9) begin
        tx_out <= tx_reg[tx_cnt -1];
     end
     if (tx_cnt == 9) begin
       tx_out <= 1;
       tx_cnt <= 0;
       tx_empty <= 1;
     end
   end
   if (!tx_enable) begin
     tx_cnt <= 0;
   end
end
endmodule
```

## run.sh

```bash
#!/bin/bash
# OpenROAD 26Q1-2900-gdf79404cd8, Yosys 0.63+post, stock flow scripts
make -C /OpenROAD-flow-scripts/flow DESIGN_CONFIG=/design/flow/config.mk WORK_HOME=/design/flow/orfs finish
```

==> flow_summary.toml <==
# generated from flow reports
[power_and_ir_drop]
switching_share_pct = 31.4
combPwrFrac_pct = 36.8
p_sw_uw = 472
pwr-share-seq_pct = 37.1
p_int_uw = 1030
power_density_mw_per_mm2 = 506
vdd_drop_max_mv = 0.257
p_clk_share_pct = 26.1
p_leak_uw = 0.00127

[run_status]
violations = "setup timing"
outcome = "complete, but fails checks"

[global_routing]
grt_pass1_vias = 1747
gr-usage-all-layers_pct = 17.2
globalRouteOverflowTotal = 0
grt_pass1_wl_um = 8330
antenna_found_initial = 0
grt_max_degree = 43

[worst_setup_path]
crit_type = "flip-flop to flip-flop"
critPathRequiredTime_ns = 3.67
rrSetupSlack_ns = -0.04
worstSetupStartpoint = "rx_cnt[0]"
cp.arrival_ns = 3.70
path_max_fanout = 5
end_kind = "flip-flop"
worstReg2RegStart = "rx_cnt[0]"
worst_setup_path_start_kind = "flip-flop"

[job]
maxCapViolCount = 0
warnings = 35

[die]
die_h_um = 80.1
initCoreUtil_pct = 41.5
coreArea_mm2 = 0.00589
die_w_um = 80.1
chipArea_mm2 = 0.00642
rows = 28
ios = 27

[route]
drtAntennaViolNets = 0
drt_wl_total_um = 4700
wl_per_cell_um = 14.0
first_iter_violations = 55
via_per_inst = 5.28
drc = 0
via_count = 1773
antennaDiodeCount = 0
firstDrtPassIters = 13

[clocking]
cts.sinks = 42
cts_tree = "built"
cts_hold_buf = 0
clk_pin_slew_ns = 0.10

[synth]
synth.avg_cell_area_um2 = 10.7
postSynthSeqShare_pct = 43.3
synth_chip_area_mm2 = 0.00244
netlist_instances = 229
area_leaders = "dfrtp_1 38%, mux2_2 8.3%, ha_1 7.7%, dfstp_2 5.4%, nand2_1 2.6%"
synthArstFlopShare_pct = 100
yosys_warnings = 1
synth-main-ff-cell = "dfrtp_1"
synth_cell_types = 51
top_cell = "dfrtp_1"
netlist.area_leader.share_pct = 37.9
ys_cells = 229
syn_area_mm2 = 0.00244
largest_area_cell = "dfrtp_1"
ys.flops = 42
common_cells = "37 x dfrtp_1, 18 x mux2_2, 17 x nand2_1, 15 x ha_1"
synth-edff-count = 0

[timing]
max_slew_margin_pct = 64.7
finalMaxSlewViolations = 0
rsz0062_at_grt = "true"
setup_slack_ns = -0.0359
worstMarginPinSlew_ns = 0.530
clock_skew_ns = 0.00422
hold_violations = 0
setup_violations = 1

[final_layout]
drive_gt1_share_pct = 23.0
syn_to_final_growth_pct = 21.8
stdcell_area_mm2 = 0.00297

[placed_design]
place_ws_ns = -0.0213
portBuffers = 25
globalplace.congestion = 0.788
placed_cell_area_mm2 = 0.00284
dp_hpwl_um = 3440

[min_path]
min-delay-start = "rx_d1"
hp-class = "flip-flop to flip-flop"
[power groups by stage]
stage | logic, uW | clock network, uW | registers, uW
after CTS | 551 | 410 | 559
after global routing | 612 | 433 | 567
final | 553 | 392 | 559
[layout make-up]
cell class	count	area (um2)
well taps	75	93.8
clock inverters	1	30.0
clock buffers	7	86.3
flip-flops and latches	42	1060
multi-input cells	162	1320
inverters	12	47.5
fillers	549	2910
repair buffers	37	340
[critical path, stage by stage, from the launching register on]
cell and delay [ns]:
dfrtp_1 0.40, inv_4 0.05, ha_4 0.18, xor2_2 0.16, or3_1 0.37, ha_2 0.18
or4_1 0.50, or4_1 0.51, or3_1 0.36, or4_4 0.42, mux2_4 0.30
[timing repair]
action,in CTS,in global routing
resized,2,3
endpoints found under the hold margin,0,0
endpoints found under the setup margin,1,1
pin swaps,1,9
setup buffers,0,0
[path summary, 6_finish.rpt]
kind	end	depth (start not counted)
setup / recovery	rx_reg[0]	10
hold / removal	rx_d2	0
setup reg to reg	rx_reg[0]	10
hold reg to reg	rx_d2	0
max in group clk1	tx_out	6
max in group asynchronous	tx_out	3
min in group clk1	tx_reg[2]	1
min in group asynchronous	rx_data[5]	3
[layer usage]
layer	GRT usage [%]	part of all wire, %	routed length (um)	up-vias
li1	-	-	-	902
met1	28.0	49	2320	837
met2	25.6	45	2130	34
met3	3.69	5.3	250	0
met4	0.893	0	0	0
met5	0	0	0	-
[kinds of logic after synthesis]
kind of cell,synth area share (%)
simple gates,18.2
fa+ha+maj,7.69
buf+inv,5.44
mux,12.4
compound gates,11.5
flops,43.3
xor+xnor,1.44
[through the flow]
stage | total power, uW | util (%) | setup TNS, ns | instances | hold WS [ns]
2_1_floorplan | 976 | - | -0.247 | 229 | 0.345
3_3_place_gp | 1100 | 48.2 | 0 | 328 | 0.345
3_5_place_dp | 1110 | 48.2 | -0.0213 | 328 | 0.347
4_1_cts | 1520 | 50.3 | -0.0339 | 336 | 0.363
5_1_grt | 1610 | 50.5 | -0.155 | 336 | 0.369
6_report | 1500 | 50.5 | -0.0359 | 336 | 0.360
[layout by cell type, fill, tap and decap left out, types with 3 or more instances in the layout]
cell,count
nor4_1,4
nor2_1,7
nand2_1,16
ha_1,12
dfrtp_1,37
buf_4,12
or4_1,3
inv_1,10
nor2b_1,4
and3_1,3
a2bb2oi_1,3
nor3b_1,4
or3_1,8
o21ai_1,3
clkbuf_8,6
o31ai_1,4
dfstp_2,5
clkdlybuf4s50_1,25
mux2_1,3
o21ai_0,11
nor3_1,6
nand3_1,4
mux2_2,18
a21oi_1,5
Power figures rest on the tool's default switching activity, not on a simulated workload.
