`run.sh`:
```
#!/bin/bash
# OpenROAD 26Q1-2900-gdf79404cd8, Yosys 0.63+post, stock flow scripts
make -C /OpenROAD-flow-scripts/flow DESIGN_CONFIG=/design/flow/config.mk WORK_HOME=/design/flow/orfs finish
```
`config.mk`:
```
export PLATFORM = sky130hd
export DESIGN_NAME = compare_sub
export DESIGN_NICKNAME = compare_sub
export VERILOG_FILES = /design/flow/design.v
export SDC_FILE = /design/flow/constraint.sdc
export NUM_CORES = 4
export LEC_CHECK = 1
export CORE_AREA = 10 10 70 70
export DIE_AREA = 0 0 80 80
```
`constraint.sdc`:
```
current_design compare_sub

set clk_period 1.5
set clk_io_pct 0.2

create_clock -name clk0 -period $clk_period [get_ports {clk_in}]

set non_clock_inputs [all_inputs -no_clocks]
set_input_delay [expr $clk_period * $clk_io_pct] -clock clk0 $non_clock_inputs
set_output_delay [expr $clk_period * $clk_io_pct] -clock clk0 [all_outputs]
```
`design.v`:
```
`timescale 1ns / 1ps
module compare_sub(
    input reset,
    input clk_in,
    input enable,
    input [31:0] value,
    input [31:0] counter,
    input clear,
    output reg match
    );
    always @(posedge clk_in)
            if (clk_in && enable && (value[31:0] == counter[31:0])) begin
               match <= 1'b1;
            end else if (clear || !reset) begin
               match <= 1'b0;
            end
endmodule
```
==> impl_metrics.py <==
# Synthesis and PnR figures
metrics = {
    "worst_hold_path": {
        "hold_path_class": "flop to flop",
        "min_from": "match",
    },
    "finish": {
        "reg_top3": "match (1)",
        "final_cells": 165,
        "lay_top_cells": "24 x clkdlybuf4s50_1, 19 x xor2_1, 17 x clkbuf_2",
        "areaGrowthSynthToFinish_pct": 182,
        "largest_register_ffs": 1,
        "top_register": "match",
        "layout_top_cell": "clkdlybuf4s50_1",
        "drive_gt1_share_pct": 26.9,
    },
    "die": {
        "die_height_um": 80,
        "die_w_um": 80,
        "ioPinCount": 69,
        "dieArea_mm2": 0.00640,
        "fp_util_pct": 11.2,
        "num_rows": 21,
        "core_area_mm2": 0.00342,
    },
    "worst_setup_path": {
        "path_max_fanout": 1,
        "crit_required_ps": 1750,
        "max_stage_delay_ps": 540,
        "startpoint": "value[25]",
        "cp.arrival_ps": 1660,
        "reg2reg_from": "match",
        "worstSetupPathType": "input pin to flop",
        "critical_path_buf_inv_count": 1,
        "crit_family": "simple AND/OR/NAND/NOR gates",
        "path_cells": "clkdlybuf4s50_1 > xnor2_1 > nand4_1 > or4_4 > o21ai_2",
        "crit_slowest_cell": "or4_4",
        "endpoint_kind": "flop",
        "start_kind": "input pin",
    },
    "detailed_routing": {
        "routedWlPerCell_um": 13.0,
        "drtIter0Drc": 10,
        "viasPerCell": 3.59,
        "routed_wl_um": 2150,
        "antenna_left": 0,
        "num_antenna_cells": 0,
        "num_vias": 593,
        "drc": 0,
        "drt_first_pass_iters": 2,
    },
    "synthesis": {
        "top_area_share_pct": 45.9,
        "topCellsByArea": "xor2_1 46%, xnor2_1 28%, nor4_1 8.2%",
        "syn_inst": 46,
        "top_area_cell": "xor2_1",
        "ys_sh_xor_pct": 73.4,
        "yosys_cells": 46,
        "muxShareOfSynthArea_pct": 0,
        "ys.warnings.count": 1,
        "ys_sh_adder_pct": 0,
        "yosys_area_um2": 382,
        "synthSimpleGateAreaFrac_pct": 20.0,
        "syn_area_per_cell_um2": 8.30,
        "netlist_area_um2": 382,
        "synth.comb.largest_family": "XOR/XNOR gates",
        "ys_seq_elements": 1,
        "ys_seq_share_pct": 5.25,
        "yosys.area_share.aoi_pct": 1.31,
        "ys_types": 9,
    },
    "global_routing": {
        "antenna_found_initial": 0,
        "grt_pass1_wl_um": 3190,
        "grt_max_degree": 3,
        "grt_pass1_vias": 751,
        "grt_usage_pct": 6.26,
        "grt_overflow": 0,
    },
    "sta": {
        "final.setup.worst_slack_ps": 86.5,
        "hold_viol_final": 0,
        "max_freq_mhz": 707,
        "slew_headroom_pct": 84.4,
        "tightest_slew_ps": 232,
        "rsz0062_at_grt": "false",
        "slew_viol_final": 0,
        "worst_hold_slack_ps": 481,
        "finalClockPeriodUsage_pct": 94.2,
        "setup_violations": 0,
        "setup_tns_ps": 0,
        "skew_ps": 0,
        "finalCriticalPeriod_ps": 1410,
    },
    "placed_design": {
        "dpl.hpwl_um": 2030,
        "dp.cells": 160,
        "place.gp.congestion": 0.726,
        "place_ws_ps": -534,
        "numPortBuffers": 68,
    },
    "clocking": {
        "cts_setup_buffers": 0,
        "insertion_delay_ps": 310,
        "clkSlewWorstSetupHoldPaths_ps": 30,
        "cts_tree": "yes",
    },
    "pwr": {
        "power.leakage_nw": 0.464,
        "p_per_area_mw_per_mm2": 406,
        "vdd_drop_max_v": 0.000136,
        "finalPower_mw": 0.438,
    },
    "status": {
        "status": "finished clean",
    },
    "flow_run": {
        "warnings": 28,
        "cap_violations": 0,
    },
}
-- worst reg2reg max path, stage by stage (launching register included) --
cell      delay (ps)
dfxtp_1          290
nand3b_1          90
o21ai_2           50
-- layer usage --
metal / part of all wire (%) / wire [µm] / track usage (%) / up-vias
met1: 29 / 626 / 5.28 / 258
met2: 62 / 1330 / 12.8 / 22
met3: 6.7 / 144 / 2.05 / 7
met4: 2.3 / 50 / 2.46 / 0
met5: 0 / 0 / 0 / -
li1: - / - / - / 306
-- synthesized netlist by cell type --
master    number
dfxtp_1        1
nand3_1        1
nand4_1        4
or4_1          1
o21ai_1        1
nor4_1         5
nand3b_1       1
xor2_1        20
xnor2_1       12
-- report_power, final --
| group | internal (mW) | switching [mW] |
|---|---|---|
| Sequential | 0.0268 | 0.00000000000573 |
| Clock | 0.147 | 0.0368 |
| Combinational | 0.156 | 0.0717 |
| Total | 0.329 | 0.109 |
-- cells by family after synthesis --
kind of cell              count (synthesis)
AOI/OAI and AO/OA                         1
DFF                                       1
xor gates and xnor gates                 32
and+or+nand+nor                          12
-- worst paths after layout --
check                           endpoint  slack, ps  cells after the start
worst max-delay path               match         90                      5
worst min-delay path               match        480                      2
worst min register to register     match        480                      2
worst max register to register     match        950                      2
-- cell type report --
| class | count | area [µm²] |
|---|---|---|
| clock buffer | 5 | 37.5 |
| multi-input combinational | 45 | 395 |
| tap | 46 | 57.6 |
| fill | 383 | 2340 |
| sequential | 1 | 20.0 |
| timing repair buffer | 68 | 567 |
-- stage by stage --
stage                     instance area (µm²)  util (%)
after floorplan                           382         -
after global placement                   1120      32.8
after detailed placement                 1120      32.8
after CTS                                1100      32.3
after global routing                     1080      31.5
final                                    1080      31.5
-- repair_timing --
action / CTS / global route
pin swaps: 24 / 22
endpoints found under the setup margin: 3 / 4
hold buffers: 0 / 0
resized: 57 / 48
No activity file was given, so power comes from the tool's default toggle rates.
