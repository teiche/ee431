$ cat /design/flow/design.v
`timescale 1ns / 1ps
module prescalar_sub(
    input reset,
    input clk_in,
    input [31:0] scaling,
    output wire clk_out
    );
    reg [31:0] counter;
    reg scaled_out;
    assign clk_out = (scaling == 31'b0) ? clk_in : scaled_out;
    always @(posedge clk_in or negedge reset)
        if (!reset) begin
            counter = 32'b0;
            scaled_out = 'b0;
        end else if (clk_in && counter == scaling) begin
            scaled_out <= ~scaled_out;
            counter <= 32'b0;
        end else begin
            counter <= counter + 1;
        end
endmodule
$ cat /design/flow/run.sh
#!/bin/bash
# OpenROAD 26Q1-2900-gdf79404cd8, Yosys 0.63+post, stock flow scripts
make -C /OpenROAD-flow-scripts/flow DESIGN_CONFIG=/design/flow/config.mk WORK_HOME=/design/flow/orfs finish
$ cat /design/flow/config.mk
export PLATFORM = sky130hd
export DESIGN_NAME = prescalar_sub
export DESIGN_NICKNAME = prescalar_sub
export VERILOG_FILES = /design/flow/design.v
export SDC_FILE = /design/flow/constraint.sdc
export NUM_CORES = 4
export LEC_CHECK = 1
export CORE_UTILIZATION = 30
$ cat /design/flow/constraint.sdc
current_design prescalar_sub

set clk_period 4.7
set clk_io_pct 0.2

create_clock -name clk0 -period $clk_period [get_ports {clk_in}]

set non_clock_inputs [all_inputs -no_clocks]
set_input_delay [expr $clk_period * $clk_io_pct] -clock clk0 $non_clock_inputs
set_output_delay [expr $clk_period * $clk_io_pct] -clock clk0 [all_outputs]
==> job_summary.md <==
## Synthesis and layout report

| Metric | Value |
|---|---|
| Placed cell count | `334` |
| Final setup vio count | `0` |
| Synthesis-stage register bit count | `33` |
| Antenna violations before repair | `0` |
| CP max stage cell | `clkdlybuf4s50_1` |
| Reg2reg setup slack | `2.57 ns` |
| Ys cells | `208` |
| DRC Markers | `0` |
| Area grow syn2layout | `33.93%` |
| Reg2Reg Depth | `6` |
| # IOs | `35` |
| Routed vias | `1,659` |
| CTS tree | `built` |
| Fillers | `630` |
| Fraction of layout cells with a size suffix above 1 | `23.37%` |
| Clock skew | `0.006057 ns` |
| Total wire length | `5.012 mm` |
| Power share of the combinational group | `8.1%` |
| Post-Syn Area | `0.002113 mm²` |
| LEAKAGE | `1.182 nW` |
| Setup bufs post-CTS | `0` |
| Reg2reg end | `counter[30]$_DFF_PN0_` |
| Vias in the first global route | `1,900` |
| Global Route Usage Sum | `14.85%` |
| Hold Path Depth | `1` |
| Post-route ant nets | `0` |
| Critical Path AT | `3.59 ns` |
| CP delay by family, top | `buffers and inverters` |
| Core Rows | `30` |
| Pre-Repair DR Iteration Count | `4` |
| Measured slew at the worst slew-check pin | `0.7887 ns` |
| Die area | `0.007384 mm²` |
| Crit start category | `clock port` |
| Worst Setup End Kind | `primary output` |
| Total core area | `0.006794 mm²` |
| Status | `finished, final reports clean` |
| Slew Limit Fails | `0` |
| Post_cts resized | `0` |
| Number of max-cap violations | `0` |
| Routed WL per cell | `14.04 µm` |
| VDD IR max | `89.72 µV` |
| Port Buf Inserts | `34` |
| Crit path DRT | `3.76 ns` |
| Post-DP HPWL | `3.504 mm` |
| Global route total overflow | `0` |
| Delay of the slowest critical-path stage | `0.40 ns` |
| Net switching fraction of the power | `21.95%` |
| Kind of critical path | `clock port to primary output` |
| Antenna cell count | `0` |
| Critical register-to-register path startpoint | `counter[0]$_DFF_PN0_` |
| Post-CTS Hold Buffers | `0` |
| Crit path top cell by count | `clkbuf_8` |
| Global-route wire length before repair | `8.183 mm` |
| Rel. slew slack | `47.13%` |
| Unrepaired setup endpoints after global routing | `false` |
| Worst-path cell chain | `clkbuf_8 > clkbuf_8 > clkbuf_8 > clkbuf_8 > clkbuf_8 > mux2_2 > clkdlybuf4s50_1` |
| Final std cells w/o fill | `357` |
| Clk sinks | `33` |
| Flop pwr share | `39.4%` |
| Post-Syn Area per Cell | `10.16 µm²` |
| P_sw | `0.1584 mW` |
| Hold Path Sink | `scaled_out$_DFFE_PN0P_` |
| Synth Seq Share | `39.08%` |
| Die width | `85.93 µm` |
| Pin count of the biggest net entering global routing | `34` |
| Vias per inst | `4.647` |
| P_int | `0.5632 mW` |
| Crit-path max FO | `2` |
| Synth Instances | `208` |
| Clock power frac | `52.5%` |
| Final core occ | `41.66%` |
| Reg clk slew, reported paths | `0.06 ns` |
| Setup TNS | `0 ns` |
| Yosys cell types | `24` |
| Synth warn | `1` |
| Starting Density | `31.10%` |
| Hold/Removal Path Class | `flop to flop` |
| DRT iter0 DRCs | `74` |
| Power Dens Cells | `254.9 mW/mm²` |
| Min-delay src | `scaled_out$_DFFE_PN0P_` |
| Hold Vio Cnt, Final | `0` |
| Routability cong. | `0.8037` |
| CP bufs+invs | `6` |
| Yosys Chip Area | `0.002113 mm²` |
| Die Y-Extent | `85.93 µm` |
| Clock latency on the worst-skew pair | `0.39 ns` |
| OpenROAD warning count | `61` |
-- how the worst max path moves through the flow --
stage,from,to,slack (ns),cells after the start
after CTS,clk_in,clk_out,0.14,7
after global routing,clk_in,clk_out,0.11,7
final,clk_in,clk_out,0.17,7
-- cells in the final DEF, fill, tap and decap left out --
cell type / count
clkinv_4: 1
ha_1: 1
and4_1: 2
dfrtp_1: 33
nand3_1: 14
nand4_1: 15
a21oi_1: 1
nor4_4: 2
xnor2_1: 10
clkbuf_8: 18
nor2_2: 30
bufinv_16: 1
nor4_1: 11
nor2_1: 7
nor3_2: 1
nor2b_1: 1
o2111ai_1: 1
and3_1: 5
xor2_1: 51
buf_4: 2
nor3_1: 2
clkinvlp_4: 1
clkdlybuf4s50_1: 34
nand2_1: 8
nor4_2: 3
mux2_2: 1
xor2_2: 1
clkbuf_1: 2
inv_1: 2
-- area by class of cell --
type	count	area, µm²	area share [%]
multi-input cells	167	1220	43.10
well taps	96	120.1	4.244
repair buffers	35	345.3	12.20
clock inverters	3	46.29	1.636
flip-flops and latches	33	825.8	29.18
inverters	2	7.507	0.2653
clock buffers	21	265.3	9.372
-- kinds of logic after synthesis --
logic type	Yosys count	share of synthesized area, %
fa+ha+maj	1	0.5920
compound gates	2	0.6511
xor+xnor	62	26.05
mux	1	0.5328
simple gates	101	29.90
flops	33	39.08
buf+inv	8	3.197
-- power by group through the flow --
stage,combinational (mW),sequential (mW),clock (mW)
after CTS,0.0596,0.284,0.387
final,0.0585,0.284,0.379
after global routing,0.0628,0.284,0.406
-- Yosys cell counts (all sizes together) --
| library cell | n | area [µm²] |
|---|---|---|
| inv | 2 | 7.510 |
| and4 | 2 | 17.52 |
| nor2b | 1 | 6.260 |
| and3 | 5 | 31.28 |
| nor3 | 3 | 20.02 |
| a21oi | 1 | 5.000 |
| o2111ai | 1 | 8.760 |
| xor2 | 52 | 463.0 |
| buf | 5 | 56.30 |
| mux2 | 1 | 11.26 |
| nand4 | 15 | 93.84 |
| dfrtp | 33 | 825.8 |
| nand2 | 8 | 30.03 |
| nor2 | 37 | 214.0 |
| nand3 | 14 | 70.07 |
| clkbuf | 1 | 3.750 |
| ha | 1 | 12.51 |
| nor4 | 16 | 148.9 |
| xnor2 | 10 | 87.58 |
-- sequential cells by signal, summed over array words and instances, names as in the netlist --
| signal | cells |
|---|---|
| counter | 32 |
| scaled_out | 1 |
-- per-stage QoR --
stage          total power, mW  setup slack, ns  hold WS (ns)  instance area, µm²
3_3_place_gp            0.3504           0.6337        0.4473                2529
6_report                0.7216           0.1667        0.4682                2830
3_5_place_dp            0.3500           0.6407        0.4463                2529
4_1_cts                 0.7306           0.1380        0.4694                2830
2_1_floorplan           0.3041            1.188        0.4378                2113
5_1_grt                 0.7529           0.1119        0.5073                2830
-- metal layers --
layer	GRT usage, %	part of all wire (%)
met1	20.04	48
met2	18.90	45
met3	8.301	5.4
met4	8.030	1.6
met5	0	0
Power and IR drop assume default switching activity.
